==> flow/design.v <==
`timescale 1ns / 1ps
module shift_register_fsm#(parameter DATA_WIDTH = 32, parameter BYTE_WIDTH = 8, parameter ADDR_WIDTH = 10)(
	 input logic clk,
	 input logic arst_n,
	 input logic next_program,
	 input logic w_en,  
	 input logic [BYTE_WIDTH - 1 : 0] data_in,  
	 output logic [DATA_WIDTH - 1 : 0] data_out,  
	 output logic [ADDR_WIDTH - 1 : 0] wr_addr,  
	 output logic inst_rdy,  
	 output logic [BYTE_WIDTH - 1 : 0] n_instructions,
	 output logic busy,
	 output logic [3:0] state,
	 output logic ready,
	 output logic prog_rdy   
);
logic [BYTE_WIDTH - 1 : 0] n_of_instructions;
logic [BYTE_WIDTH - 1 : 0] n_of_instructions_next;
logic [ADDR_WIDTH - 1 : 0] instruction_counter;
logic [ADDR_WIDTH - 1 : 0] instruction_counter_next;
logic [DATA_WIDTH - 1 : 0] temp_data_out;
logic [DATA_WIDTH - 1 : 0] temp_data_out_next;
logic [BYTE_WIDTH - 1 : 0] received_byte;
typedef enum logic [3:0]{
    WAIT_PARAMS = 4'b0000,
    WAIT_BYTE0 = 4'b0001,
    WAIT_BYTE1 = 4'b0010,
    WAIT_BYTE2 = 4'b0011,
    WAIT_BYTE3 = 4'b0100,        
    WRITE_INSTRUCTION = 4'b0101,
    DONE = 4'b0110,
	 CLEAN_MEMORY = 4'b0111
} state_type;
state_type state_reg, state_next;
always_ff@(posedge clk or negedge arst_n) begin
    if(!arst_n) begin
        state_reg <= WAIT_PARAMS;
        instruction_counter <= '0;
        n_of_instructions <= '0;
        temp_data_out <= '0;
    end else begin
        state_reg <= state_next;
        instruction_counter <= instruction_counter_next;
        n_of_instructions <= n_of_instructions_next;
        temp_data_out <= temp_data_out_next;
    end
end
always_comb begin
    n_of_instructions_next = n_of_instructions;  
    state_next = state_reg;  
    instruction_counter_next = instruction_counter;  
    temp_data_out_next = temp_data_out;  
    case(state_reg)
        WAIT_PARAMS: begin  
            if(w_en) begin
                n_of_instructions_next = data_in;
					 instruction_counter_next = '0;
					 temp_data_out_next = '0;
                state_next = WAIT_BYTE0;
            end else begin
					state_next = state_reg;
                n_of_instructions_next = n_of_instructions;
            end
        end
        WAIT_BYTE0: begin  
            if(w_en) begin
					 temp_data_out_next = '0;
                temp_data_out_next[7:0] = data_in;
                state_next = WAIT_BYTE1;
            end else begin
                state_next = state_reg;
            end 
        end
        WAIT_BYTE1: begin  
            if(w_en) begin
                temp_data_out_next[15:8] = data_in;
                state_next = WAIT_BYTE2;
            end else begin
                state_next = state_reg;
            end 
        end
        WAIT_BYTE2: begin  
            if(w_en) begin
                temp_data_out_next[23:16] = data_in;
                state_next = WAIT_BYTE3;
            end else begin
                state_next = state_reg;
            end 
        end
        WAIT_BYTE3: begin  
            if(w_en) begin
                temp_data_out_next[31:24] = data_in;
                state_next = WRITE_INSTRUCTION;
            end else begin
                state_next = state_reg;
            end 
        end
        WRITE_INSTRUCTION: begin  
            if(instruction_counter == ((n_of_instructions - 1) * 4)) begin
                state_next = DONE;
            end else begin
                instruction_counter_next = instruction_counter + 3'd4;
                state_next = WAIT_BYTE0;
            end
        end
        DONE: begin  
				instruction_counter_next = '0;
				temp_data_out_next = {DATA_WIDTH{1'b0}};
				if(next_program) begin
					state_next = CLEAN_MEMORY;
				end else begin
					state_next = DONE;
				end
        end
		  CLEAN_MEMORY: begin
				temp_data_out_next = {DATA_WIDTH{1'b0}};
				if(instruction_counter == ((n_of_instructions - 1 ) * 4)) begin
					state_next = WAIT_PARAMS;
					n_of_instructions_next = '0;
				end else begin
					instruction_counter_next = instruction_counter + 3'd4;
					state_next = state_reg;
				end
		  end
    endcase
end
assign prog_rdy = (state_reg == DONE);
assign inst_rdy = (state_reg == WRITE_INSTRUCTION) || (state_reg == CLEAN_MEMORY);
assign data_out = temp_data_out;
assign wr_addr = instruction_counter;
assign state = state_reg;
assign n_instructions = n_of_instructions;
assign ready = (state_reg == WAIT_PARAMS);
assign busy = ~ready;
endmodule
==> flow/run.sh <==
#!/bin/bash
# OpenROAD 26Q1-2900-gdf79404cd8, Yosys 0.63+post, stock flow scripts
make -C /OpenROAD-flow-scripts/flow DESIGN_CONFIG=/design/flow/config.mk WORK_HOME=/design/flow/orfs finish
==> flow/config.mk <==
export PLATFORM = sky130hd
export DESIGN_NAME = shift_register_fsm
export DESIGN_NICKNAME = shift_register_fsm
export VERILOG_FILES = /design/flow/design.v
export SDC_FILE = /design/flow/constraint.sdc
export NUM_CORES = 4
export LEC_CHECK = 1
export CORE_UTILIZATION = 40
==> flow/constraint.sdc <==
current_design shift_register_fsm

set clk_period 6.4
set clk_io_pct 0.2

create_clock -name clk0 -period $clk_period [get_ports {clk}]

set non_clock_inputs [all_inputs -no_clocks]
set_input_delay [expr $clk_period * $clk_io_pct] -clock clk0 $non_clock_inputs
set_output_delay [expr $clk_period * $clk_io_pct] -clock clk0 [all_outputs]
==> results_dict.tcl <==
# implementation run metrics
set metrics [dict create \
    async_flop_share 1.000 \
    ys_types 55 \
    cts_resized 0 \
    grt_pass1_wl_um 14260 \
    crit_path_end_kind "register" \
    grt_antenna_before_repair 0 \
    syn_area_um2 3158 \
    required_ns 6.57 \
    drv_slew 0 \
    ys_cells 376 \
    fp_util 0.4108 \
    worstHoldStart "temp_data_out[1]" \
    core_area_um2 7687 \
    cellPowerDensity_nw_per_um2 311.1 \
    fin_tns_setup_ns 0 \
    r2r_end "instruction_counter[2]" \
    rsz0062_at_grt "false" \
    status "completed" \
    synth.avg_cell_area_um2 8.399 \
    grt_pass1_vias 2654 \
    ys.flop_type "dfrtp_1" \
    port-buffer-count 66 \
    ant_nets 0 \
    vias_per_cell 5.505 \
    startpoint_type "input port" \
    hold_viol 0 \
    hold_end "temp_data_out[1]" \
    largest_area_cell "dfrtp_1" \
    htreeDepth 2 \
    row_count 32 \
    cts_buffers 5 \
    root_buffer "clkbuf_8" \
    fmax_ghz 0.2874 \
    rrSetupSlack_ns 3.70 \
    synth-edff-count 0 \
    synth_warnings 1 \
    top_regs "temp_data_out x32, instruction_counter x8, n_of_instructions x8" \
    drt-initial-drc-count 253 \
    p_leak_nw 1.630 \
    ys_seq_share 0.4041 \
    cts_tree "yes" \
    drc 0 \
    worstRegToRegCells 8 \
    ys_chip_area_um2 3158 \
    cap_violations 0 \
    cts_max_path_buffers 2 \
    cts_setup_buffers 0 \
    top_cells_by_area "dfrtp_1, o21ai_0, nand2_1, a22o_1, a21oi_1" \
    critPathLaunch "w_en" \
    cp_max_fo 36 \
    finalClockPeriodUsage 0.5437 \
    routed_wl_um 8577 \
    num_antenna_cells 0 \
    num_vias 2912 \
    slew_headroom 0.4810 \
    drive_gt1_frac 0.05386 \
    die-width_um 90.86 \
    largest_register_ffs 32 \
    ctsHoldBuffers 0 \
    io_pins 70 \
    place.gp.congestion 0.8770 \
    dp_hpwl_um 5686 \
    cts.reportedPaths.clkPinSlew_ns 0.10 \
    fin_skew_ns 0.01078 \
    top_cell "nand2_1" \
    warnings 25 \
    worst_slew_pin_slew_ns 0.7765 \
    holdPathStages 2 \
    netlist_instances 376 \
    ys_ff 51 \
    timing.rr.start "n_of_instructions[0]" \
    finalCriticalPeriod_ns 3.479 \
    detail_route.first_pass.iterations 4 \
    die_y_um 90.86 \
    grt-ovfl-total 0 \
    track_usage 0.2209 \
    fp.dieArea_um2 8255 \
    min_path_type "reg2reg" \
    cts_sinks 51 \
    syn_to_final_growth_pct 24.84 \
    cp.arrival_ns 3.65 \
    grt_max_degree 52 \
    path_class "in2reg" \
    peakVddDrop_mv 0.2342 \
    insertion_delay_ns 0.31 \
    setup-violations-final 0 \
    final_core_util 0.5129 \
    post_drt_wl_per_cell_um 16.21 \
    synthTopCellsByCount "nand2_1, dfrtp_1, o21ai_0" \
    top_register "temp_data_out" \
    synth_top_area_share 0.4041 \
]
==> placed cells by master, fill, tap and decap left out, types with 2 or more instances in the layout <==
master,synthesis,final
clkdlybuf4s50_1,0,65
nand2_1,62,62
dfrtp_1,51,51
o21ai_0,50,50
a21oi_1,22,22
nor2b_1,17,17
inv_1,16,16
a22o_1,16,16
nor2_1,12,12
nand3_1,12,12
mux2i_1,9,9
a22oi_1,8,8
a2bb2oi_1,8,8
nand2b_1,7,7
buf_4,4,7
xor2_1,5,5
nand4_1,5,5
clkbuf_8,0,5
o211ai_1,4,4
conb_1,1,3
xnor2_1,2,2
or4_1,2,2
o31ai_1,2,2
and3_1,2,2
o311ai_0,2,2
a31oi_1,2,2
ha_1,2,2
inv_6,0,2
==> worst max path at each step <==
stage / end / slack [ns] / cells past startpoint
finish: instruction_counter[7] / 2.92 / 8
global route: instruction_counter[7] / 2.77 / 8
CTS: instruction_counter[8] / 2.93 / 7
==> layer usage <==
layer  up-vias  share of wire  track usage
li1       1440              -            -
met1      1382           0.50       0.3768
met2        83           0.44       0.3182
met3         7          0.053      0.02742
met4         0         0.0076      0.02778
met5         -              0            0
==> critical path: stages <==
cell and delay, ns:
clkdlybuf4s50_1 0.45, buf_4 0.35, nand2b_1 0.23, o21a_1 0.40
or2_2 0.46, nor3b_1 0.19, a21oi_1 0.14, o311ai_0 0.13
==> power by group <==
part	internal, mW	switching, mW
combinational	0.252	0.306
clock	0.0808	0.120
sequential	0.369	0.0992
total	0.702	0.525
==> logic make-up after synthesis <==
| logic type | after synthesis | share of synthesized area |
|---|---|---|
| flops | 51 | 0.4041 |
| compound gates | 126 | 0.2599 |
| simple gates | 131 | 0.2076 |
| xor+xnor | 7 | 0.01941 |
| other cells | 1 | 0.001187 |
| mux | 10 | 0.03209 |
| buf+inv | 48 | 0.06775 |
| fa+ha+maj | 2 | 0.007923 |
==> cell type report <==
class                           instances  area, um^2
Tap cell                              102       127.6
Multi-Input combinational cell        279        1675
Timing Repair Buffer                   73       708.2
Sequential cell                        51        1276
Clock buffer                            5       68.82
Fill cell                             737        3745
Inverter                               16       60.06
Clock inverter                          3       26.28
==> stage by stage <==
step                power [mW]  cell area, um^2  hold slack [ns]  worst slack (ns)  instances
finish                   1.227             3943           0.4905             2.921        529
global route             1.323             3943           0.5139             2.772        529
CTS                      1.233             3943           0.5014             2.928        529
detailed placement       1.028             3847           0.4762             2.614        521
global placement         1.030             3847           0.4731             2.649        521
floorplan               0.8343             3166           0.4257             3.579        378
Power is estimated from default activity; no workload was simulated.
