### run.sh
#!/bin/bash
# OpenROAD 26Q1-2900-gdf79404cd8, Yosys 0.63+post, stock flow scripts
make -C /OpenROAD-flow-scripts/flow DESIGN_CONFIG=/design/flow/config.mk WORK_HOME=/design/flow/orfs finish
### config.mk
export PLATFORM = sky130hd
export DESIGN_NAME = instruction_memory
export DESIGN_NICKNAME = instruction_memory
export VERILOG_FILES = /design/flow/design.v
export SDC_FILE = /design/flow/constraint.sdc
export NUM_CORES = 4
export LEC_CHECK = 1
export CORE_UTILIZATION = 50
export SYNTH_MEMORY_MAX_BITS = 65536
### constraint.sdc
current_design instruction_memory

set clk_period 39.1
set clk_io_pct 0.2

create_clock -name clk0 -period $clk_period [get_ports {clk}]

set non_clock_inputs [all_inputs -no_clocks]
set_input_delay [expr $clk_period * $clk_io_pct] -clock clk0 $non_clock_inputs
set_output_delay [expr $clk_period * $clk_io_pct] -clock clk0 [all_outputs]
### design.v
`timescale 1ns / 1ps
module instruction_memory #(
    parameter BYTE_WIDTH = 8,        
    parameter MEM_DEPTH  = 1024,     
    parameter ADDR_WIDTH = 10,       
    parameter DATA_WIDTH = 32        
)
(
    input  logic                   clk,
    input  logic [ADDR_WIDTH-1:0]  rd_addr,    
    output logic [DATA_WIDTH-1:0]  rd_data,    
    input  logic [DATA_WIDTH-1:0]  data_in,    
    input  logic [ADDR_WIDTH-1:0]  wr_addr,    
    input  logic                   w_en        
);
    localparam BANK_DEPTH = MEM_DEPTH / 4;  
    logic [BYTE_WIDTH-1:0] bank0 [0:BANK_DEPTH-1]; 
    logic [BYTE_WIDTH-1:0] bank1 [0:BANK_DEPTH-1]; 
    logic [BYTE_WIDTH-1:0] bank2 [0:BANK_DEPTH-1]; 
    logic [BYTE_WIDTH-1:0] bank3 [0:BANK_DEPTH-1]; 
    initial begin : init_memory
        for (int i = 0; i < BANK_DEPTH; i++) begin
            bank0[i] = {BYTE_WIDTH{1'b0}};
            bank1[i] = {BYTE_WIDTH{1'b0}};
            bank2[i] = {BYTE_WIDTH{1'b0}};
            bank3[i] = {BYTE_WIDTH{1'b0}};
        end
    end
    always_ff @(posedge clk) begin
        if (w_en) begin
            bank3[wr_addr[ADDR_WIDTH-1:2]] <= data_in[31:24];  
            bank2[wr_addr[ADDR_WIDTH-1:2]] <= data_in[23:16];
            bank1[wr_addr[ADDR_WIDTH-1:2]] <= data_in[15:8];
            bank0[wr_addr[ADDR_WIDTH-1:2]] <= data_in[7:0];    
        end
    end
    assign rd_data = {
        bank3[rd_addr[ADDR_WIDTH-1:2]],
        bank2[rd_addr[ADDR_WIDTH-1:2]],
        bank1[rd_addr[ADDR_WIDTH-1:2]],
        bank0[rd_addr[ADDR_WIDTH-1:2]]
    };
endmodule
==> notes.md <==
The synthesis and PnR run went through. The flow ran to the end, and the final reports show no timing, DRC or antenna violations. The top cell type by area accounts for a little under 80% of the synthesized area. The multi-input combinational cells in the finished layout cover a total of ~0.066 mm². Derived from the worst setup path, the maximum achievable clock frequency is 41.5 MHz. Total area of sequential cells landed at between 0.2 and 0.25 mm². Registers are responsible for a little over half of the overall power. The wire length recorded after detailed routing is 920,000 µm. Input and output buffers added on the ports amount to 81. The logs give a warning total of 30.

Post-synth the commonest register cell is sky130_fd_sc_hd__edfxtp_1. Pin slew with the least headroom to its limit landed at 1.32 ns. Routed signal wires occupy layers up through met5.

The chip area line in the Yosys stat output reads around 0.31 mm². Count of library flops with an enable pin landed at 8,192. Detailed placement finished with a half-perimeter wire length of 552,000 µm. Area of the core landed at 0.627 mm². Post-synth design cell area landed at 0.315 mm². The slew check shows that the tightest pin keeps a relative margin of 9.78%. Portion of total power attributed to the clock network landed at 41.6%. CTS placed an instance of sky130_fd_sc_hd__clkbuf_16 at the clock tree root. The finished cells cover roughly 0.36 mm². Final critical-path share of the clock period landed at 61.7%.

Number of global-route vias before repair landed at 170,000. The analysis reports a worst IR drop on VDD of 0.0000532 V. Number of max-capacitance violations reported landed at 0.

By area the synthesized netlist is led by sky130_fd_sc_hd__edfxtp_1, sky130_fd_sc_hd__mux4_2, sky130_fd_sc_hd__mux2i_1. Setup repair after global routing left no endpoint under its margin. Total number of vias landed at 154,000. Number of filler instances in the final layout landed at 43,800.

After detailed routing, the average wire length per cell comes to 37.8 µm. Total power normalized to cell area comes to 51.0 mW/mm². TritonCTS built the clock tree.

The placement stage leaves a total instance area of 0.330 mm². The post-CTS hold buffer count recorded in the log is 0. For this run the top cell type by instance count after synthesis was sky130_fd_sc_hd__edfxtp_1.

Clock tree synthesis inserted a total of 803 buffers. Initial antenna violation count landed at 71. Max-slew violation count landed at 0.

Looking at area per cell type in the netlist, the leader is sky130_fd_sc_hd__edfxtp_1. Switching part of the total power landed at 21.4%. 86 I/O pins were placed. Yosys stat cell total landed at 14,400. The worst setup path is captured at a primary output. The worst setup path is launched from an input port.

TritonCTS reports the number of clock sinks as 8,192. CTS clock-pin slew for the worst setup and hold paths landed at 0.06 ns. Across every metal layer, demand over resource in global routing totals 33.1%. Routed length on met3 landed at 203,000 µm.

Maximum number of pins on one net before global-route repair landed at 97. Accumulated negative setup slack landed at 0 ns. Total leakage power landed at approximately 110 nW. Combinational logic is responsible for 5.1% of the overall power. Async set-reset flop share out of synthesis landed at 0%. Time the final worst path needs with I/O delays and setup landed at 24.11 ns.

Part of the Yosys area used for sequential elements landed at 78.2%. The clock passes through at most 4 buffers. The post-route report lists met1 wire length as 240,000 µm. For the worst setup path, the data arrival time is 16.29 ns.

Counting endpoints that fail hold in the final report gives 0. Total of endpoints with negative setup slack in the final report landed at 0. Wire length of the first global-routing pass landed at about 1,300,000 µm. Number of rows in the core area landed at 291. A synthesized cell averages 21.9 µm². Once the clock tree was built, the resizer swapped 0 gates to a different size.

Routability congestion estimate from global placement landed at 0.945. In this run the vertical extent of the chip is 795 µm. By count the netlist is led by sky130_fd_sc_hd__edfxtp_1, sky130_fd_sc_hd__mux4_2, sky130_fd_sc_hd__mux2i_1. Met2 wire length landed at slightly above 400,000 µm.

Iteration-0 DRC count of the detailed router landed at 10,200. Warnings reported by Yosys during synthesis add up to 1. In this run, synthesis produced a sequential element count of around 8,200. Synthesis produced 14,400 cells. The worst setup path is of the in -> out kind.

Design internal power landed at 14.3 mW. CTS H-tree depth landed at 6. Number of nets with antenna violations after routing landed at 0. Maximum fanout along the worst path landed at 72. The layout summary lists the proportion of cells stronger than drive strength 1 as 25.3%. Horizontal die size landed at 795 µm. Overall die area landed at 0.632 mm². Aggregate global routing overflow landed at 0. First-pass iteration count of the detailed router landed at 5.

The number of setup buffers added after CTS is 0. For this run, design rule violations remaining after detail routing come to 0. Checking hold timing, the worst path is listed with class in -> reg.

The power report puts the net switching power at 3.88 mW. Using the TritonRoute via totals, the vias-per-cell ratio works out to 6.32. The floorplan step records an initial core utilization of 50.2%. The data required time reported for the critical path is 31.28 ns. Synthesis instantiated 67 different standard cells from the library. Post-route total power landed at 18.2 mW.

Per the run report, area growth between synthesis and finish was 13.3%.
layout make-up:
class	instances	area share [%]
Sequential cell	8192	69.0
Tap cell	8350	2.93
Multi-Input combinational cell	5285	18.5
Clock inverter	501	1.33
Timing Repair Buffer	971	2.21
Antenna cell	57	0.0400
Clock buffer	977	5.91
Inverter	27	0.0319
metal layers:
layer  up-vias  GRT usage (%)
met5         -           6.36
met4       109           15.2
met3      1907           31.9
met2     12200           44.4
met1     76400           34.1
li1      63200              -
logic make-up after synthesis:
group,synth area share [%]
AOI/OAI and AO/OA,3.37
buffers and inverters,1.63
DFF,78.2
muxes,15.2
and+or+nand+nor,1.59
state kept, by name, summed over array words and instances (netlist names):
signal,count
bank1,2048
bank3,2048
bank2,2048
bank0,2048
final timing paths:
kind                  endpoint  depth (start not counted)         from
setup / recovery   rd_data[13]                         17   rd_addr[2]
hold / removal    bank2[23][5]                          1  data_in[21]
power groups by stage:
stage / clock [mW] / combinational, mW / sequential (mW)
final: 7.56 / 0.929 / 9.68
after CTS: 7.65 / 0.926 / 9.68
after global routing: 7.99 / 0.981 / 9.68
critical path: stages:
cell,delay [ns]
sky130_fd_sc_hd__buf_16,0.35
sky130_fd_sc_hd__buf_4,0.65
sky130_fd_sc_hd__buf_4,0.70
sky130_fd_sc_hd__buf_4,0.52
sky130_fd_sc_hd__buf_4,0.56
sky130_fd_sc_hd__buf_4,0.55
sky130_fd_sc_hd__buf_4,0.65
sky130_fd_sc_hd__buf_4,0.69
sky130_fd_sc_hd__mux4_2,0.34
sky130_fd_sc_hd__mux2i_1,0.08
sky130_fd_sc_hd__a22o_1,0.27
sky130_fd_sc_hd__nor3_1,0.25
sky130_fd_sc_hd__buf_4,0.30
sky130_fd_sc_hd__nand4_1,0.52
sky130_fd_sc_hd__nor4_1,1.09
sky130_fd_sc_hd__buf_4,0.24
sky130_fd_sc_hd__clkdlybuf4s50_1,0.46
placed cells by master, fill, tap and decap left out, types with 65 or more instances in the layout:
cell                           n
sky130_fd_sc_hd__clkbuf_16   818
sky130_fd_sc_hd__buf_4       876
sky130_fd_sc_hd__o211ai_1    124
sky130_fd_sc_hd__a211oi_1    118
sky130_fd_sc_hd__clkinv_2    149
sky130_fd_sc_hd__a21oi_1     196
sky130_fd_sc_hd__mux2i_1    1231
sky130_fd_sc_hd__a221oi_1     77
sky130_fd_sc_hd__o221ai_1    311
sky130_fd_sc_hd__mux4_2     1549
sky130_fd_sc_hd__o22ai_1     220
sky130_fd_sc_hd__clkinv_1    194
sky130_fd_sc_hd__nor4_1       65
sky130_fd_sc_hd__bufinv_16    73
sky130_fd_sc_hd__nor3_1      167
sky130_fd_sc_hd__clkbuf_1    159
sky130_fd_sc_hd__nand2_1     126
sky130_fd_sc_hd__and2_1       85
sky130_fd_sc_hd__nor2_4      258
sky130_fd_sc_hd__edfxtp_1   8192
sky130_fd_sc_hd__a22oi_1     174
per-stage QoR:
step / setup slack [ns] / hold WS (ns) / util, % / std cells
floorplan: 21.28 / 7.92 / - / 14400
global placement: 14.80 / 8.25 / 52.7 / 22800
detailed placement: 14.70 / 8.25 / 52.7 / 22800
CTS: 14.67 / 7.00 / 56.8 / 24300
global route: 14.27 / 7.07 / 56.8 / 24300
finish: 14.99 / 7.09 / 56.8 / 24400
No activity file was given, so power comes from the tool's default toggle rates.
